$ cat flow/design.v
module topLevel(clk, sw, btn, out, led);
input[7:0] sw;
input btn;
wire[2:0] controlSignal;
wire songOut, freqOut;
wire btnPos, btnNeg;
reg songSelect = 0;
wire strummerPos, strummerNeg;
input clk;
output out;
output[7:0] led;
inputconditioner btnCond(clk, btn, btnPos, btnNeg);
always @(posedge clk) begin
	if (btnPos) begin
		songSelect = ~songSelect;
	end
end
inputconditioner conditioner(clk, sw[0], strummerPos, strummerNeg);
controlSignalGen control(clk, sw[7:1], strummerPos, strummerNeg, controlSignal, led[6:0]);
songGenerator songGen(clk, songOut);
frequencyGen frequency(clk, controlSignal, freqOut);
mux1bit mux(freqOut, songOut, songSelect, out);
assign led[7] = songSelect;
endmodule
module songGenerator(clk, out);
input clk;
output out;
reg[10:0] state = 0;
parameter clkSpeed = 50000000;
reg[3:0] noteTime = 1;  
reg[31:0] clkDivider;
reg[31:0] counter = 0;
reg loopCounter = 0;
reg[1:0] nextCounter = 0;
parameter eflat4Freq = 310;
parameter dflat4Freq = 276;
parameter dflat5Freq = 554;
parameter aflat4Freq = 414;
parameter gflat4Freq = 370;
parameter gflat5Freq = 740;
parameter f5Freq = 698;
always @(posedge clk) begin
	if (counter == 0) begin
		case(state)
			0: begin
				noteTime = 1;
				clkDivider = clkSpeed/dflat4Freq/2;
				state <= 1;
			end
			1: begin
				noteTime = 1;
				clkDivider = clkSpeed/dflat5Freq/2;
				state <= 2;
			end
			2: begin
				noteTime = 1;
				clkDivider = clkSpeed/aflat4Freq/2;
				state <= 3;
			end
			3: begin
				noteTime = 1;
				clkDivider = clkSpeed/gflat4Freq/2;
				state <= 4;
			end
			4: begin
				noteTime = 1;
				clkDivider = clkSpeed/gflat5Freq/2;
				state <= 5;
			end
			5: begin
				noteTime = 1;
				clkDivider = clkSpeed/aflat4Freq/2;
				state <= 6;
			end
			6: begin
				noteTime = 1;
				clkDivider = clkSpeed/f5Freq/2;
				state <= 7;
			end
			7: begin
				noteTime = 1;
				clkDivider = clkSpeed/aflat4Freq/2;
				if (loopCounter == 1) begin
					if (nextCounter == 0) begin
						state <= 8;
						nextCounter <= 1;
					end 
					if (nextCounter == 1) begin
						state <= 9;
						nextCounter <= 2;
					end 
					if (nextCounter == 2) begin
						state <= 10;
						nextCounter <= 3;
					end 
					if (nextCounter == 3) begin
						state <= 0;
						nextCounter <= 4;
					end 
					loopCounter = 0;
				end else begin
					if (nextCounter == 0) begin
						state <= 0;
					end 
					if (nextCounter == 1) begin
						state <= 8;
					end 
					if (nextCounter == 2) begin
						state <= 9;
					end 
					if (nextCounter == 3) begin
						state <= 10;
					end 
					loopCounter = 1;
				end
			end
			8: begin
				noteTime = 1;
				clkDivider = clkSpeed/eflat4Freq/2;
				state <= 1;
			end
			9: begin
				noteTime = 1;
				clkDivider = clkSpeed/gflat4Freq/2;
				state <= 1;
			end
			10: begin
				noteTime = 1;
				clkDivider = clkSpeed/dflat4Freq/2;
				state <= 1;
			end
		endcase
		counter <= clkSpeed*noteTime/4;
	end else begin
		counter <= counter-1;
	end
end
songFreqGen freqGen(clk, clkDivider, out);
endmodule
module songFreqGen(clk, clkDivider, out);
input clk;
input[31:0] clkDivider;
output reg out = 0;
reg[31:0] counter;
always @(posedge clk) begin
	if (counter == 0) begin
		counter <= clkDivider;
		out = ~out;
	end else begin
		counter <= counter-1;
	end
end
endmodule
module controlSignalGen(clk, switches, strummerPos, strummerNeg, controlSignal, led);
input[6:0] switches;
input strummerPos, strummerNeg, clk;
output reg[2:0] controlSignal = 0;
output reg[6:0] led = 0;
wire strummerEdge;
or orgate(strummerEdge, strummerPos, strummerNeg);
always @(posedge clk) begin
	if (strummerEdge) begin
		controlSignal = 7;
		led = {switches};
		case(switches)
			7'b1000000: begin
				controlSignal = 6;
			end
			7'b0100000: begin
				controlSignal = 5;
			end
			7'b0010000: begin
				controlSignal = 4;
			end
			7'b0001000: begin
				controlSignal = 3;
			end
			7'b0000100: begin
				controlSignal = 2;
			end
			7'b0000010: begin
				controlSignal = 1;
			end
			7'b0000001: begin
				controlSignal = 0;
			end
		endcase
	end
end
endmodule
module frequencyGen(clk, controlSignals, soundWave);
input clk;
input[2:0] controlSignals;
output reg soundWave = 0;
reg[16:0] clkDivider;
reg[19:0] counter = 1;
parameter A = 3'd0;
parameter B = 3'd1;
parameter C = 3'd2;
parameter D = 3'd3;
parameter E = 3'd4;
parameter F = 3'd5;
parameter G = 3'd6;
parameter none = 3'd7;
parameter clkSpeed = 50;  
parameter aFreq = 220;
parameter bFreq = 247;
parameter cFreq = 261;
parameter dFreq = 294;
parameter eFreq = 330;
parameter fFreq = 349;
parameter gFreq = 392;
always @(posedge clk) begin
	if (counter == 0) begin
		counter <= clkDivider;
		soundWave = ~soundWave;
	end else begin
		counter <= counter-1;
	end
	case(controlSignals)
		A: begin
			clkDivider = clkSpeed*1000000/aFreq/2;
		end
		B: begin
			clkDivider = clkSpeed*1000000/bFreq/2;
		end
		C: begin
			clkDivider = clkSpeed*1000000/cFreq/2;
		end
		D: begin
			clkDivider = clkSpeed*1000000/dFreq/2;
		end
		E: begin
			clkDivider = clkSpeed*1000000/eFreq/2;
		end
		F: begin
			clkDivider = clkSpeed*1000000/fFreq/2;
		end
		G: begin
			clkDivider = clkSpeed*1000000/gFreq/2;
		end
		none: begin
			clkDivider = 2;  
		end
	endcase
end
endmodule
module inputconditioner(clk, noisysignal, positiveedge, negativeedge);
reg conditioned = 0;
output reg positiveedge = 0;
output reg negativeedge = 0;
input clk, noisysignal;
parameter counterwidth = 7;
parameter waittime = 100;
reg[counterwidth-1:0] counter =0;
reg synchronizer0 = 0;
reg synchronizer1 = 0;
always @(posedge clk ) begin
    negativeedge = 0;
    positiveedge = 0;
    if(conditioned == synchronizer1)
        counter <= 0;
    else begin
        if( counter == waittime) begin
            counter <= 0;
            conditioned <= synchronizer1;
	    if (conditioned == 1)
		negativeedge = 1;
	    else if (conditioned == 0)
		positiveedge = 1;
        end
        else 
            counter <= counter+1;
    end
    synchronizer1 = synchronizer0;
    synchronizer0 = noisysignal;
end
endmodule
module mux1bit(input0, input1, control, out);
input input0, input1;
input control;
output out;
wire mux_input[1:0];  
assign mux_input[0] = input0;  
assign mux_input[1] = input1;
assign out = mux_input[control];  
endmodule
$ cat flow/config.mk
export PLATFORM = sky130hd
export DESIGN_NAME = topLevel
export DESIGN_NICKNAME = topLevel
export VERILOG_FILES = /design/flow/design.v
export SDC_FILE = /design/flow/constraint.sdc
export NUM_CORES = 4
export LEC_CHECK = 1
export CORE_UTILIZATION = 50
$ cat flow/constraint.sdc
current_design topLevel

set clk_period 11.1
set clk_io_pct 0.2

create_clock -name clk0 -period $clk_period [get_ports {clk}]

set non_clock_inputs [all_inputs -no_clocks]
set_input_delay [expr $clk_period * $clk_io_pct] -clock clk0 $non_clock_inputs
set_output_delay [expr $clk_period * $clk_io_pct] -clock clk0 [all_outputs]
$ cat flow/run.sh
#!/bin/bash
# OpenROAD 26Q1-2900-gdf79404cd8, Yosys 0.63+post, stock flow scripts
make -C /OpenROAD-flow-scripts/flow DESIGN_CONFIG=/design/flow/config.mk WORK_HOME=/design/flow/orfs finish
==> qor.csv <==
stage,metric,value,unit
logic_synthesis,numSynthFlops,165,
setup_path,r2r-end,songGen.counter[24],
grt,grt_max_degree,36,
setup_path,crit_fanout,13,
logic_synthesis,area_leaders,"dfxtp_1, edfxtp_1, ha_1, nor2_1, xnor2_1",
grt,met3_usage,3.83,%
die,chip_area,0.0168,mm2
logic_synthesis,async_reset_ff_share,0,%
routing,drc,0,
outcome,status,"complete, no violations",
routing,drt-initial-drc-count,252,
setup_path,endpoint,songGen.counter[24],
die,die_h,130,um
logic_synthesis,common_cells,"nor2_1, dfxtp_1, nand2_1",
power,vdd_drop_max,129,uV
sta,min_period,4.49,ns
grt,grt_busiest_layer,met1,
finish,drive_above_1_share,5.70,%
grt,met2_usage,28.8,%
sta,period_used_share,40.5,%
grt,grt_util_all_layers,18.8,%
die,io_pins,19,
logic_synthesis,ys_area,0.00814,mm2
clock_tree,post-cts-setup-buffers,0,
logic_synthesis,synth_top_cell_by_count,nor2_1,
place,post-place-ws,6.63,ns
logic_synthesis,edf_count,43,
power,power,0.00120,W
place,dp_hpwl,10100,um
sta,finalSetupTns,0,ns
sta,final_hold_viol_count,0,
clock_tree,ctsHoldBuffers,0,
clock_tree,cts_tree,yes,
logic_synthesis,synthCells,866,
routing,wirelength,14200,um
setup_path,endpoint_kind,flop,
place,place_area,0.00848,mm2
routing,drtAntennaViolNets,0,
sta,fin_hold_ws,0.327,ns
routing,detail_route.first_pass.iterations,5,
place,gp_congestion,0.876,
clock_tree,cts_resized,0,
clock_tree,h-tree-depth,4,
setup_path,r2r_slack,6.61,ns
grt,grt_pass1_wl,24400,um
finish,fillCellCount,1302,
sta,skew,0.00857,ns
place,port_buffers,18,
die,coreArea,0.0159,mm2
sta,worst_slack,6.61,ns
worst_hold_path,min_path_type,reg -> reg,
setup_path,crit_required,11.39,ns
setup_path,reg2reg_depth,13,
setup_path,cp-startpoint,songGen.state[0],
clock_tree,clk_path_buf_depth,2,
setup_path,cp.arrival,4.78,ns
grt,antenna_found_initial,0,
setup_path,timing.rr.start,songGen.state[0],
power,power_density,132,mW/mm2
logic_synthesis,syn-cell-area,0.00814,mm2
logic_synthesis,avgSynthCellArea,9.40,um2
sta,worst_pin_slew,0.841,ns
routing,via_count,5753,
sta,slew_headroom,43.9,%
flow_run,tool_warnings,40,
logic_synthesis,ys_types,64,
finish,final_cell_area,0.00906,mm2
grt,grt_pass1_vias,5325,
routing,antenna-diode-count,0,
die,num_rows,46,
clock_tree,insertion_delay,0.41,ns
routing,wl_per_cell,12.8,um
logic_synthesis,flop_cell,dfxtp_1,
die,initCoreUtil,51.2,%
clock_tree,clkSinkCount,165,
sta,fmax,223,MHz
logic_synthesis,top_area_share,30.0,%
grt,grt_use_met1,29.4,%
grt,grt_overflow_total,0,
logic_synthesis,yosys.area.top_type,dfxtp_1,
setup_path,worstSetupPathType,reg -> reg,
clock_tree,cts_buffers,17,
power,leakage,3.55,nW
sta,setup_viol,0,
flow_run,cap_violations,0,
routing,detail_route.vias_per_cell,5.18,
logic_synthesis,yosysWarningCount,7,
clock_tree,clk_pin_slew,0.06,ns
die,die_x,130,um
logic_synthesis,ys_seq_share,45.9,%
sta,rsz0062_at_grt,false,
setup_path,critPathLaunchType,flop,
sta,slew_violations,0,
finish,area_growth,11.3,%
clock_tree,cts-root-buf,clkbuf_16,
logic_synthesis,yosys-stat-cells,866,
==> routing by layer <==
layer / routed length, um / part of all wire, % / vias up
li1: - / - / 3008
met1: 7140 / 50 / 2644
met2: 6360 / 45 / 90
met3: 515 / 3.6 / 11
met4: 228 / 1.6 / 0
met5: 0 / 0 / -
==> worst min path at each step <==
stage	from	end	slack, ns	depth (start not counted)
CTS	conditioner.synchronizer0	conditioner.synchronizer1	0.33	0
global route	conditioner.synchronizer0	conditioner.synchronizer1	0.35	0
finish	conditioner.synchronizer0	conditioner.synchronizer1	0.33	0
==> sequential cells by signal (all words and copies together), names as in the netlist, 2 cells and up <==
name,flops
songGen.clkDivider,17
control.led,7
frequency.clkDivider,17
songGen.noteTime,4
conditioner.counter,7
btnCond.counter,7
control.controlSignal,3
songGen.state,4
frequency.counter,20
songGen.counter,32
songGen.freqGen.counter,32
songGen.nextCounter,2
==> where the power goes <==
| group | switching (W) | internal [W] |
|---|---|---|
| Sequential | 0.00000210 | 0.000617 |
| Clock | 0.000226 | 0.000338 |
| Combinational | 0.00000678 | 0.00000695 |
| Total | 0.000235 | 0.000962 |
==> per-stage QoR <==
step,cells,utilization [%]
after floorplan,866,-
after global placement,1078,53.4
after detailed placement,1078,53.4
after CTS,1110,57.0
after global routing,1110,57.0
final,1110,57.0
==> cell type report <==
class | instances | area [um2] | area share, %
well taps | 216 | 270 | 2.98
multi-input cells | 636 | 4130 | 45.6
flip-flops and latches | 165 | 3730 | 41.2
inverters | 41 | 154 | 1.70
clock inverters | 11 | 128 | 1.41
repair buffers | 20 | 195 | 2.15
clock buffers | 21 | 450 | 4.97
==> worst max-delay path, cell delays in order, from the launching register on <==
cell and delay [ns]:
edfxtp_1 0.55, and2_1 0.26, o21a_1 0.24, and2_1 0.28, fa_1 0.62, inv_1 0.10
fa_1 0.51, fa_1 0.45, nand2b_1 0.18, a21oi_1 0.26, a31oi_1 0.22, o311ai_0 0.45
xnor2_1 0.17, mux2i_1 0.09
==> cell usage in the layout (no fill, tap or decap), types with 24 or more instances in the layout <==
cell type	count
nor2_1	129
dfxtp_1	122
nand2_1	62
xnor2_1	49
a21oi_1	46
xor2_1	43
edfxtp_1	43
ha_1	42
inv_1	41
o21ai_0	37
nor3_1	28
nand3_1	24
==> cell families (layout without fill, tap and decap cells) <==
| family | Yosys count | in the layout | synth area share, % |
|---|---|---|---|
| flip-flops | 165 | 165 | 45.9 |
| multiplexers | 8 | 8 | 1.01 |
| AND/OR/NAND/NOR | 362 | 362 | 22.4 |
| buffers and inverters | 65 | 93 | 3.40 |
| AND-OR/OR-AND | 124 | 124 | 9.01 |
| XOR/XNOR | 92 | 92 | 9.90 |
| adder cells (fa/ha/maj) | 50 | 50 | 8.43 |
Power figures rest on the tool's default switching activity, not on a simulated workload.
